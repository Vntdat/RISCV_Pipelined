$ cat flow/constraint.sdc
current_design stagemem

set clk_period 14.7
set clk_io_pct 0.2

create_clock -name clk0 -period $clk_period [get_ports {i_clk}]

set non_clock_inputs [all_inputs -no_clocks]
set_input_delay [expr $clk_period * $clk_io_pct] -clock clk0 $non_clock_inputs
set_output_delay [expr $clk_period * $clk_io_pct] -clock clk0 [all_outputs]
$ cat flow/config.mk
export PLATFORM = sky130hd
export DESIGN_NAME = stagemem
export DESIGN_NICKNAME = stagemem
export VERILOG_FILES = /design/flow/design.v
export SDC_FILE = /design/flow/constraint.sdc
export NUM_CORES = 4
export LEC_CHECK = 1
export CORE_UTILIZATION = 30
$ cat flow/run.sh
#!/bin/bash
# OpenROAD 26Q1-2900-gdf79404cd8, Yosys 0.63+post, stock flow scripts
make -C /OpenROAD-flow-scripts/flow DESIGN_CONFIG=/design/flow/config.mk WORK_HOME=/design/flow/orfs finish
$ cat flow/design.v
module lsu (
    input  logic        i_clk,
    input  logic        i_reset,
    input  logic [31:0] i_addr,
    input  logic [31:0] i_wdata,
    input  logic [3:0]  i_bmask,
    input  logic        i_wren,
    output logic [31:0] o_rdata,
    output logic [31:0] o_io_ledr,     
    output logic [31:0] o_io_ledg,     
    output logic [6:0]  o_io_hex0,     
    output logic [6:0]  o_io_hex1,     
    output logic [6:0]  o_io_hex2,     
    output logic [6:0]  o_io_hex3,     
    output logic [6:0]  o_io_hex4,     
    output logic [6:0]  o_io_hex5,     
    output logic [6:0]  o_io_hex6,     
    output logic [6:0]  o_io_hex7,     
    output logic [31:0] o_io_lcd,      
    input  logic [31:0] i_io_sw        
);
    logic [31:0] data_memory [0:31];   
    logic [31:0] lcd_reg;               
    logic [31:0] ledr_reg;              
    logic [31:0] ledg_reg;              
    logic [6:0]  hex_reg [0:7];         
    logic is_ram_access;     
    logic is_ledr_access;    
    logic is_ledg_access;    
    logic is_hex0_3_access;  
    logic is_hex4_7_access;  
    logic is_lcd_access;     
    logic is_sw_access;      
    logic addr_misaligned;
    always_comb begin
        is_ram_access    = (i_addr[31:15] == 17'b0000_0000_0000_0000_0);      
        is_ledr_access   = (i_addr[31:12] == 20'h10000);      
        is_ledg_access   = (i_addr[31:12] == 20'h10001);      
        is_hex0_3_access = (i_addr[31:12] == 20'h10002);      
        is_hex4_7_access = (i_addr[31:12] == 20'h10003);      
        is_lcd_access    = (i_addr[31:12] == 20'h10004);      
        is_sw_access     = (i_addr[31:12] == 20'h10010);      
        addr_misaligned = (i_bmask[3] && i_addr[1:0] != 2'b00) ||   
                          (i_bmask[2] && i_addr[0] != 1'b0);        
    end
    always_comb begin
        o_rdata = 32'h0;
        if (!i_wren && !addr_misaligned) begin
            case (1'b1)
                is_ram_access: begin
                    case (i_bmask)
								 4'b0000: begin
									  case (i_addr[1:0])
											2'b00: o_rdata = {{24{data_memory[i_addr[6:2]][7]}},  data_memory[i_addr[6:2]][7:0]};
											2'b01: o_rdata = {{24{data_memory[i_addr[6:2]][15]}}, data_memory[i_addr[6:2]][15:8]};
											2'b10: o_rdata = {{24{data_memory[i_addr[6:2]][23]}}, data_memory[i_addr[6:2]][23:16]};
											2'b11: o_rdata = {{24{data_memory[i_addr[6:2]][31]}}, data_memory[i_addr[6:2]][31:24]};
									  endcase
								 end
								 4'b0001: begin
									  case (i_addr[1:0])
											2'b00: o_rdata = {24'h0, data_memory[i_addr[6:2]][7:0]};
											2'b01: o_rdata = {24'h0, data_memory[i_addr[6:2]][15:8]};
											2'b10: o_rdata = {24'h0, data_memory[i_addr[6:2]][23:16]};
											2'b11: o_rdata = {24'h0, data_memory[i_addr[6:2]][31:24]};
									  endcase
								 end
								 4'b0010: begin
									  if (i_addr[1] == 1'b0)
											o_rdata = {{16{data_memory[i_addr[6:2]][15]}}, data_memory[i_addr[6:2]][15:0]};
									  else
											o_rdata = {{16{data_memory[i_addr[6:2]][31]}}, data_memory[i_addr[6:2]][31:16]};
								 end
								 4'b0011: begin
									  if (i_addr[1] == 1'b0)
											o_rdata = {16'h0, data_memory[i_addr[6:2]][15:0]};
									  else
											o_rdata = {16'h0, data_memory[i_addr[6:2]][31:16]};
								 end
								 4'b0100: o_rdata = data_memory[i_addr[6:2]];
								 default: o_rdata = 32'h0;
							endcase
                end
                is_ledr_access:   o_rdata = ledr_reg;
                is_ledg_access:   o_rdata = ledg_reg;
                is_hex0_3_access: o_rdata = {1'b0, hex_reg[3], 1'b0, hex_reg[2], 1'b0, hex_reg[1], 1'b0, hex_reg[0]};
                is_hex4_7_access: o_rdata = {1'b0, hex_reg[7], 1'b0, hex_reg[6], 1'b0, hex_reg[5], 1'b0, hex_reg[4]};
                is_lcd_access:    o_rdata = lcd_reg;
                is_sw_access:     o_rdata = i_io_sw;
                default:          o_rdata = 32'h0;
            endcase
        end
        else if (addr_misaligned) begin
            o_rdata = 32'h0;   
        end
    end
    always_ff @(posedge i_clk) begin
        if (!i_reset) begin
            lcd_reg <= 0;
            ledr_reg <= 0;
            ledg_reg <= 0;
            for (int i = 0; i < 8; i++) begin
                hex_reg[i] <= 0;
            end
        end
        else if (i_wren) begin
            case (1'b1)
                is_ram_access: begin
                    case (i_bmask)
                        4'b1000: 
case (i_addr[1:0]) 
2'b00: data_memory[i_addr[6:2]][7:0] <= i_wdata[7:0];
2'b01: data_memory[i_addr[6:2]][15:8] <= i_wdata[7:0];
2'b10: data_memory[i_addr[6:2]][23:16] <= i_wdata[7:0];
2'b11: data_memory[i_addr[6:2]][31:24] <= i_wdata[7:0];
endcase
                        4'b1001:
case (i_addr[1:0])
                                2'b00: data_memory[i_addr[6:2]][15:0] <= i_wdata[15:0];
                                2'b10: data_memory[i_addr[6:2]][31:16] <= i_wdata[15:0];
                          default: ;
endcase
                        4'b1010: data_memory[i_addr[6:2]] <= i_wdata;
                        default: ;  
                    endcase
                end
                is_ledr_access: begin
                    ledr_reg <= i_wdata;
                end
                is_ledg_access: begin
                    ledg_reg <= i_wdata;
                end
                is_hex0_3_access: begin
                    if (i_bmask[0]) hex_reg[0] <= i_wdata[6:0];
                    if (i_bmask[1]) hex_reg[1] <= i_wdata[14:8];
                    if (i_bmask[2]) hex_reg[2] <= i_wdata[22:16];
                    if (i_bmask[3]) hex_reg[3] <= i_wdata[30:24];
                end
                is_hex4_7_access: begin
                    if (i_bmask[0]) hex_reg[4] <= i_wdata[6:0];
                    if (i_bmask[1]) hex_reg[5] <= i_wdata[14:8];
                    if (i_bmask[2]) hex_reg[6] <= i_wdata[22:16];
                    if (i_bmask[3]) hex_reg[7] <= i_wdata[30:24];
                end
                is_lcd_access: begin
                    lcd_reg <= i_wdata;
                end
                default: ;  
            endcase
        end
    end
    assign o_io_ledr = ledr_reg;
    assign o_io_ledg = ledg_reg;
    assign o_io_lcd  = lcd_reg;
    assign o_io_hex0 = hex_reg[0];
    assign o_io_hex1 = hex_reg[1];
    assign o_io_hex2 = hex_reg[2];
    assign o_io_hex3 = hex_reg[3];
    assign o_io_hex4 = hex_reg[4];
    assign o_io_hex5 = hex_reg[5];
    assign o_io_hex6 = hex_reg[6];
    assign o_io_hex7 = hex_reg[7];
endmodule
module stagemem (
		input logic i_clk, i_reset,
		input logic mem_wren_mem,
		input logic [3:0] lsu_op_mem,
		input logic [31:0] alu_data_mem, rs2_data_mem,
		input logic [31:0] i_io_sw_wb,
		output logic [31:0] ld_data, o_io_lcd_mem, o_io_ledg_mem, o_io_ledr_mem,
		output logic [6:0] o_io_hex0_mem, o_io_hex1_mem, o_io_hex2_mem, o_io_hex3_mem, o_io_hex4_mem, o_io_hex5_mem, o_io_hex6_mem, o_io_hex7_mem
);     
    lsu lsu (
		.i_clk 	(i_clk),
		.i_reset (i_reset),
		.i_addr 	(alu_data_mem),
		.i_wdata (rs2_data_mem),
		.i_bmask (lsu_op_mem),
		.i_wren	(mem_wren_mem),
		.o_rdata (ld_data),
       .o_io_ledr     (o_io_ledr_mem),
        .o_io_ledg     (o_io_ledg_mem),
        .o_io_hex0     (o_io_hex0_mem),
        .o_io_hex1     (o_io_hex1_mem),
        .o_io_hex2     (o_io_hex2_mem),
        .o_io_hex3     (o_io_hex3_mem),
        .o_io_hex4     (o_io_hex4_mem),
        .o_io_hex5     (o_io_hex5_mem),
        .o_io_hex6     (o_io_hex6_mem),
        .o_io_hex7     (o_io_hex7_mem),
        .o_io_lcd      (o_io_lcd_mem),
        .i_io_sw       (i_io_sw_wb_mem)
    );
endmodule
==> Changelog: implementation <==
### Physical design

* Leading cell types by total area after synthesis: sky130_fd_sc_hd__edfxtp_1 (65%), sky130_fd_sc_hd__mux4_2 (11%), sky130_fd_sc_hd__dfxtp_1 (6.4%)
* Final worst-path setup slack at approximately 4.3 ns
* Most numerous cell in the Yosys netlist: sky130_fd_sc_hd__edfxtp_1
* Final Hold Viols at 0
* Final number of setup-violating endpoints at 0
* Number of buffers and inverters on the critical path at 4
* Cell area after synthesis at roughly 0.048 mm²
* Post-synthesis cell count from yosys at 2848
* Worst min-delay path class: register to register
* List of most frequent post-synthesis cells: sky130_fd_sc_hd__edfxtp_1 (1024), sky130_fd_sc_hd__nand2_1 (344), sky130_fd_sc_hd__mux4_2 (224)
* Maximum level of the CTS H-tree at 3
* Highest net fanout along the worst path at ~69
* Type of the worst setup path: primary input to output port
* Average vias per placed instance at roughly 5.3
* Unrepaired setup endpoints after global routing: false
* Average wire per standard cell at ~27 µm
* Most used flip-flop cell: sky130_fd_sc_hd__edfxtp_1
* Number of global-route vias before repair at between 20k and 30k
* Number of core rows at between 100 and 150
* Pleak at about 16 nW
* Largest clock skew in the final design at 0 ns
* Critical Path Sink Type: output port
* Vias at approximately 28k
* Detailed Place HPWL at 96600 µm
* Max stage delay on crit path at approximately 0.85 ns
* Clock insertion delay at the later pin of the skew report at just over 0.7 ns
* DP Worst Slack at about 4.3 ns
* Remaining design rule violation count at 0
* Final Cell Area at approximately 0.057 mm²
* Post-CTS clock slew at the launch and capture registers of the worst setup and hold paths at 0.06 ns
* Number of DRC violations after detailed-routing iteration 0 at about 2.6k
* Measured slew at the worst slew-check pin at 1.03 ns
* Cts repair resizes at 0
* CTS Buf Count at between 100 and 150
* Floorplan core area at around 0.16 mm²
* Outcome: finished clean
* Total number of clock tree sinks at 1176
* Critical path startpoint category: primary input
* Total Negative Setup Slacks at 0 ns
* Layout cell share with drive strength beyond 1 at 19.0%
* Part of the Yosys area used for sequential elements at 71.0%
* Quantity of hold-fixing buffers added after cts at 0
* Yosys Chip Area at ~0.048 mm²
* Fp_density at between 30% and 40%
* Synth Instances at between 2k and 3k
* Cell-by-cell trace of the critical path: buf_8 > buf_4 > mux2i_1 > o22ai_1 > nor4_1 > nand2_1 > o22a_2 > a31oi_4 > buf_4 > a211oi_1 > clkdlybuf4s50_1
* Number of antenna violations at the first check in global routing at 4
* Setup Buffers After CTS at 0
* Placer congestion estimate at ~0.99
* Count of different cell masters after synthesis at between 60 and 70
* Die Size at 0.160 mm²
* Pin count of the biggest net entering global routing at around 90
* Area growth from synthesis to layout at 19.1%
* Maximum clock frequency at 96.2 MHz
* First-pass GRT wire length at a little over 200000 µm
* Initial DRT Pass Iterations at 8
* Fill count at roughly 14k
* Average cell area after synthesis at approximately 17 µm²
* Worst EP arrival at 7.46 ns
* Top cell by count, worst path: sky130_fd_sc_hd__buf_4
* Total power per unit cell area at 120 mW/mm²
* Max-area cell share at around 65%
* Max-slew headroom at a little under a third
* Die width at 400 µm
* CP required at about 12 ns
* Tool warnings at about 63
* Boundary Pins at 287
* Largest area contributor in the synthesized netlist: sky130_fd_sc_hd__edfxtp_1
* Worst-case vdd ir drop at roughly 0.00011 V
* Final min period at around 10 ns
* Total wire length after detailed routing at around 140000 µm
* Period utilisation layout at a little over two thirds
* CP delay by family, top: buffers and inverters
* GR Util All Layers at 19.1%
* Number of buffers on the longest clock path at 3
* Fraction of registers with async set or reset after synthesis at 0%
* Placed cell area at 0.0529 mm²
* Number of flip-flops under the largest register name at between 1k and 1.5k
* Number of flip-flops and latches in the synthesized netlist at 1176
* Chip Height at around 400 µm
* Port Buf Inserts at approximately 250
* Max Cap Viol at 0
* Library cell used as clock root buffer: sky130_fd_sc_hd__clkbuf_16
* CTS tree: built
* Total global routing overflow at 0
* Slowest cell on the critical path: sky130_fd_sc_hd__nor4_1
* Final number of max-transition violations at 0
* Count of synthesis-stage warnings from yosys at 5
* Number of enable flip-flop cells at approximately 1.0k
* Remaining antenna violation count at 0
==> per-stage QoR <==
step                power, mW  instances  hold slack (ns)  util [%]
detailed placement       3.93       5123            0.458      33.8
global placement         3.93       5123            0.453      33.8
finish                   6.79       5341            0.466      36.2
floorplan                3.80       2848            0.427         -
CTS                      6.83       5339            0.466      36.2
global route             6.97       5340            0.486      36.2
==> placed cells by master, fill, tap and decap left out, types with 7 or more instances in the layout <==
cell type                         Yosys  final
sky130_fd_sc_hd__clkinv_2             0     16
sky130_fd_sc_hd__o211ai_1             8      8
sky130_fd_sc_hd__a21boi_0            89     89
sky130_fd_sc_hd__o22ai_1             42     42
sky130_fd_sc_hd__clkinv_1             0     24
sky130_fd_sc_hd__buf_4               14    167
sky130_fd_sc_hd__clkbuf_1            95     29
sky130_fd_sc_hd__edfxtp_1          1024   1024
sky130_fd_sc_hd__nor3_1              11      8
sky130_fd_sc_hd__nor2_1             155    155
sky130_fd_sc_hd__a32oi_1              8      8
sky130_fd_sc_hd__nor4_1               8      8
sky130_fd_sc_hd__a21oi_1             33     33
sky130_fd_sc_hd__dfxtp_1            152    152
sky130_fd_sc_hd__mux2_2              10     10
sky130_fd_sc_hd__clkbuf_16            0    119
sky130_fd_sc_hd__mux2i_1             92     92
sky130_fd_sc_hd__mux4_2             224    224
sky130_fd_sc_hd__nor2b_1             34     34
sky130_fd_sc_hd__buf_2               72      7
sky130_fd_sc_hd__nand2_1            344    344
sky130_fd_sc_hd__o21ai_0             32     32
sky130_fd_sc_hd__a221oi_1            16     16
sky130_fd_sc_hd__a221o_1              7      7
sky130_fd_sc_hd__a22oi_1            130    130
sky130_fd_sc_hd__nand4_1             29     29
sky130_fd_sc_hd__nand3_1              8      8
sky130_fd_sc_hd__clkdlybuf4s50_1      0    239
sky130_fd_sc_hd__a21boi_1            41     41
sky130_fd_sc_hd__a22o_1              16     16
sky130_fd_sc_hd__bufinv_16            0      9
sky130_fd_sc_hd__a211oi_1            22     22
==> power by group <==
part / total (mW) / leakage, nW / internal [mW] / switching [mW]
sequential: 3.59 / 8.81 / 3.59 / 0.000000208
clock: 2.93 / 1.81 / 1.66 / 1.27
combinational: 0.273 / 5.12 / 0.0870 / 0.186
total: 6.79 / 15.7 / 5.33 / 1.46
==> cell families after synthesis <==
| family | synth area share (%) |
|---|---|
| AND-OR/OR-AND | 7.48 |
| buffers and inverters | 2.12 |
| flip-flops | 71.0 |
| multiplexers | 12.8 |
| AND/OR/NAND/NOR | 6.60 |
==> worst register-to-register path, delay by kind of cell (launching register included) <==
kind	cells	cell delay, ns
AND/OR/NAND/NOR	1	0.08
AND-OR/OR-AND	1	0.12
flip-flops	1	0.51
==> metal layers <==
layer | vias to the layer above | part of all wire (%) | GRT usage, %
met2 | 1667 | 46 | 28.2
met5 | - | 0 | 0
met4 | 0 | 4.0 | 5.72
met3 | 333 | 14 | 11.2
met1 | 14212 | 36 | 24.2
li1 | 12009 | - | -
==> area by class of cell <==
cell class / instances / area, µm² / share of cell area, %
clock buffers: 150 / 3110 / 5.49
diodes: 2 / 5.00 / 0.00883
inverters: 6 / 22.5 / 0.0397
clock inverters: 66 / 633 / 1.12
multi-input cells: 1467 / 12800 / 22.6
flip-flops and latches: 1176 / 33800 / 59.6
repair buffers: 416 / 3730 / 6.58
well taps: 2058 / 2570 / 4.54
==> final timing paths <==
check,slack [ns],from,cells past startpoint,endpoint
max reg2reg,13.93,lsu.hex_reg[4][5],2,lsu.hex_reg[4][5]
min reg2reg,0.47,lsu.ledr_reg[23],2,lsu.ledr_reg[23]
min,0.47,lsu.ledr_reg[23],2,lsu.ledr_reg[23]
max,4.30,alu_data_mem[3],11,ld_data[16]
Power figures rest on the tool's default switching activity, not on a simulated workload.

$ cat constraint.sdc
current_design stageid

set clk_period 32.1
set clk_io_pct 0.2

create_clock -name clk0 -period $clk_period [get_ports {i_clk}]

set non_clock_inputs [all_inputs -no_clocks]
set_input_delay [expr $clk_period * $clk_io_pct] -clock clk0 $non_clock_inputs
set_output_delay [expr $clk_period * $clk_io_pct] -clock clk0 [all_outputs]
$ cat config.mk
export PLATFORM = sky130hd
export DESIGN_NAME = stageid
export DESIGN_NICKNAME = stageid
export VERILOG_FILES = /design/flow/design.v
export SDC_FILE = /design/flow/constraint.sdc
export NUM_CORES = 4
export LEC_CHECK = 1
export CORE_UTILIZATION = 50
$ cat design.v
module controlunit (
		input logic [31:0] i_instr,
		input logic br_less, br_equal,
		output logic pc_sel, rd_wren, br_un, opa_sel, opb_sel, mem_wren, inst_vld,
		output logic [3:0] alu_op,
		output logic [1:0] wb_sel,
		output logic [3:0] lsu_op
);
		logic [4:0] opcode;
		logic [2:0] fun3;
		logic fun7;
		logic br_unte;
		always_comb begin 
				opcode = i_instr [6:2];
				fun3   = i_instr [14:12];
				fun7   = i_instr [30];
				br_unte = i_instr [13];
		end
		always_comb begin
				pc_sel    = 1'b0;     
				br_un     = 1'b0;     
				rd_wren   = 1'b0;     
				opa_sel   = 1'b0;     
				opb_sel   = 1'b1;     
				mem_wren  = 1'b0;     
				alu_op    = 4'b0000;  
				wb_sel    = 2'b00;    
				lsu_op = 4'b0100;		 
				inst_vld = 1'b1;
		case (opcode)
				5'b01100: begin
					pc_sel  = 1'b0;
					rd_wren = 1'b1;
					opa_sel = 1'b0;
					opb_sel = 1'b0;  
					wb_sel  = 2'b00;  
					inst_vld = 1'b0;
								case  (fun3)
										3'b000: begin
															case  (fun7)
																1'b0: alu_op = 4'b0000;  
																1'b1: alu_op = 4'b0001;  
															endcase
													end
										3'b001: alu_op = 4'b0111;  
										3'b010: alu_op = 4'b0010;  
										3'b011: alu_op = 4'b0011;  
										3'b100: alu_op = 4'b0100;  
										3'b101: begin
															case (fun7)
																1'b0: alu_op = 4'b1000;  
																1'b1: alu_op = 4'b1001;  
															endcase
													end
										3'b110: alu_op = 4'b0101;  
										3'b111: alu_op = 4'b0110;  
								endcase													
						end
				5'b00100: begin
					pc_sel  = 1'b0;
					rd_wren = 1'b1;
					opa_sel = 1'b0;
					opb_sel = 1'b1;  
					wb_sel  = 2'b00;  
					inst_vld = 1'b0;
									case (fun3)
											3'b000: alu_op = 4'b0000;  
											3'b001: alu_op = 4'b0111;  
											3'b010: alu_op = 4'b0010;  
											3'b011: alu_op = 4'b0011;  
											3'b100: alu_op = 4'b0100;  
											3'b101: begin
															case (fun7)
																1'b0: alu_op = 4'b1000;  
																1'b1: alu_op = 4'b1001;  
															endcase
														end
											3'b110: alu_op = 4'b0101;  
											3'b111: alu_op = 4'b0110;  
									endcase
							end
				5'b11000: begin
    opa_sel   = 1'b1;
    opb_sel   = 1'b1;  
    rd_wren   = 1'b0;
    mem_wren  = 1'b0;
	 inst_vld = 1'b0;
    case (br_unte)
        1'b0: br_un = 1'b1;
		  1'b1: br_un = 1'b0;
    endcase
    case (fun3)
        3'b000: pc_sel = br_equal;         
        3'b001: pc_sel = !br_equal;        
        3'b100: pc_sel = br_less;          
        3'b101: pc_sel = !br_less;         
        3'b110: pc_sel = br_less;          
        3'b111: pc_sel = !br_less;         
        default: begin
		  end
    endcase
end
				5'b01000: begin
					pc_sel   = 1'b0;
					rd_wren  = 1'b0;
					opa_sel  = 1'b0;
					opb_sel  = 1'b1;  
					mem_wren = 1'b1;
					wb_sel   = 2'b01;  
					inst_vld = 1'b0;
					case (fun3)
							3'b000: lsu_op = 4'b1000;  
							3'b001: lsu_op = 4'b1001;  
							3'b010: lsu_op = 4'b1010;  
							default: begin
										end
					endcase
							 end
				5'b00000: begin
					pc_sel   = 1'b0;
					rd_wren  = 1'b1;
					opa_sel  = 1'b0;
					opb_sel  = 1'b1;  
					mem_wren = 1'b0;
					wb_sel   = 2'b01;  
					inst_vld = 1'b0;
					case (fun3)
							3'b000: lsu_op = 4'b0000;  
							3'b001: lsu_op = 4'b0010;  
							3'b010: lsu_op = 4'b0100;  
							3'b100: lsu_op = 4'b0001;  
							3'b101: lsu_op = 4'b0011;  
							default: begin
										end
					endcase
							 end			
				5'b11011: begin    
					pc_sel   = 1'b1;
					rd_wren  = 1'b1;
					opa_sel  = 1'b1;
					opb_sel  = 1'b1;  
					mem_wren = 1'b0;
					wb_sel   = 2'b10;  
					inst_vld = 1'b0;
							 end
				5'b11001: begin 	 
					pc_sel   = 1'b1;
					rd_wren  = 1'b1;
					opa_sel  = 1'b0;
					opb_sel  = 1'b1;  
					mem_wren = 1'b0;
					wb_sel   = 2'b10;  
					inst_vld = 1'b0;
							end
				5'b01101: begin 
					pc_sel   = 1'b0;
					rd_wren  = 1'b1;
					mem_wren = 1'b0;
					opb_sel  = 1'b1;
					wb_sel   = 2'b11;   
					inst_vld = 1'b0;
						end
				5'b00101: begin
					pc_sel   = 1'b0;
					rd_wren  = 1'b1;
					opa_sel  = 1'b1;
					opb_sel  = 1'b1;  
					mem_wren = 1'b0;
					wb_sel   = 2'b00;  
					inst_vld = 1'b0;
						end
				default: begin
				end
			endcase
	end
endmodule      			
module immgenn (
    input  logic [31:0] i_inst,   
    output logic [31:0] o_imm     
);
    logic [4:0] opcode;           
    assign opcode = i_inst[6:2];
    always_comb begin
        case (opcode)
            5'b00100: begin
                o_imm = {{21{i_inst[31]}}, i_inst[30:20]};  
            end
            5'b00000: begin
                o_imm = {{21{i_inst[31]}}, i_inst[30:20]};
            end
            5'b01000: begin
                o_imm = {{21{i_inst[31]}}, i_inst[30:25], i_inst[11:7]};
            end
            5'b11000: begin
                o_imm = {{20{i_inst[31]}} , i_inst[7], i_inst[30:25], i_inst[11:8], 1'b0};  
            end
            5'b11011: begin
                o_imm = {{12{i_inst[31]}}, i_inst[19:12], i_inst[20], i_inst[30:21], 1'b0};  
            end
            5'b01101: begin
                o_imm = {i_inst[31:12], 12'b0};  
            end
            5'b00101: begin
                o_imm = {i_inst[31:12], 12'b0};  
            end
            5'b11001: begin
                o_imm = {{21{i_inst[31]}}, i_inst[30:20]};
            end
            default: begin
                o_imm = 32'b0;
            end
        endcase
    end
endmodule
module regfile (
    input  logic        i_clk,
    input  logic        i_reset,
    input  logic [4:0]  i_rs1_addr,   
    input  logic [4:0]  i_rs2_addr,   
    input  logic [4:0]  i_rd_addr,    
    input  logic [31:0] i_rd_data,    
    input  logic        i_rd_wren,    
	 output logic [31:0] o_rs1_data,   
    output logic [31:0] o_rs2_data   
);
    logic [31:0] registers [31:0];
    assign o_rs1_data = (i_rs1_addr == 5'd0) ? 32'd0 : registers[i_rs1_addr];
    assign o_rs2_data = (i_rs2_addr == 5'd0) ? 32'd0 : registers[i_rs2_addr];
    always_ff @(posedge i_clk) begin
        if (!i_reset) begin
            for (int i = 0; i < 32; i = i + 1) begin
                registers[i] <= 32'd0;
            end
        end else if (i_rd_wren && i_rd_addr != 5'd0) begin
            registers[i_rd_addr] <= i_rd_data;  
        end
    end
endmodule
module stageid(
	input logic i_clk, i_reset,
	input logic br_less, br_equal, rd_wren_wb,
	input logic [31:0] instr_id, pc_id, pc_four_id, instr_wb, wb_data,
	output logic pc_sel, rd_wren, inst_vld, br_un, opa_sel, opb_sel, mem_wren,
	output logic [3:0] alu_op, lsu_op,
	output logic [1:0] wb_sel,
	output logic [31:0] rs1_data, rs2_data, immgen
);
    regfile regfile (
        .i_clk          (i_clk),
        .i_reset        (i_reset),
        .i_rs1_addr     (instr_id [19:15]),
        .i_rs2_addr     (instr_id [24:20]),
        .i_rd_addr      (instr_wb [11:7]),
        .i_rd_data      (wb_data),
        .i_rd_wren      (rd_wren_wb),
        .o_rs1_data     (rs1_data),
        .o_rs2_data     (rs2_data)
);
	    immgenn immgenn (
        .i_inst (instr_id),
        .o_imm (immgen)
);
    controlunit controlunit (
        .i_instr    (instr_id),
        .br_less    (br_less),
        .br_equal   (br_equal),
        .pc_sel     (pc_sel),
        .rd_wren    (rd_wren),
		  .inst_vld		(inst_vld),
        .br_un      (br_un),
        .opa_sel    (opa_sel),
        .opb_sel    (opb_sel),
        .mem_wren   (mem_wren),
        .alu_op     (alu_op),
        .wb_sel     (wb_sel),
		  .lsu_op      (lsu_op)
    );
endmodule
$ cat run.sh
#!/bin/bash
# OpenROAD 26Q1-2900-gdf79404cd8, Yosys 0.63+post, stock flow scripts
make -C /OpenROAD-flow-scripts/flow DESIGN_CONFIG=/design/flow/config.mk WORK_HOME=/design/flow/orfs finish
==> run notes <==
Observations from the implementation run.

Yosys:
- The commonest cells after synthesis are 1024 x sky130_fd_sc_hd__edfxtp_1, 995 x sky130_fd_sc_hd__and2_1, 385 x sky130_fd_sc_hd__mux4_2.
- The run puts the chip area from the yosys synthesis statistics at 55200 um2.
- The run puts the mean area per synthesized cell at 14.4 um2.
- Of the post-synthesis cell area, the dominant cell type holds 0.557.
- The run puts the cell total in the yosys stat output at 3835.
- The run gives the number of enable flip-flop cells as 1024.
- Counting flops and latches in the post-synthesis netlist gives 1024.
- The run gives the instance count of the mapped netlist as 3835.
- After synthesis, the cell types taking the most area are sky130_fd_sc_hd__edfxtp_1 56%, sky130_fd_sc_hd__mux4_2 16%, sky130_fd_sc_hd__and2_1 11%, sky130_fd_sc_hd__mux2i_1 5.7%, sky130_fd_sc_hd__clkbuf_1 2.0%.
- Synthesis instantiated 53 different standard cells from the library.
- In the synthesized netlist the dominant register cell turns out to be sky130_fd_sc_hd__edfxtp_1.
- sky130_fd_sc_hd__edfxtp_1 is the most common cell in the netlist.
- Per the synth stats, the proportion of register bits with asynchronous set or reset is 0.
- The biggest area contributor in the post-synthesis netlist is sky130_fd_sc_hd__edfxtp_1.
- The run puts the sequential-to-total area share from yosys stat at 0.557.
- Summing every instance area after synthesis gives 55200 um2.
- The run puts the total of warnings raised by yosys at 3.

Cells and area:
- The largest registers in the layout are regfile.registers x1024.
- The run puts the flip-flop count of the largest register, all copies and words added at 1024.
- The run puts the area of all placed cells without fillers at 62400 um2.
- The run gives the fraction of final layout cells sized beyond drive strength 1 as 0.200.
- The run gives the final-layout fill cell count as 8095.
- The flow measured a signed area growth from synthesis to layout of 13.1%.
- The register with the most flip-flops in the final layout is regfile.registers.

Run:
- The run puts the total number of warnings across the stage logs at 120.
- In this run the maximum-capacitance check reported violations numbering 0.

Setup path:
- The cell that appears most often on the critical path is sky130_fd_sc_hd__buf_4.
- The run gives the data arrival time at the worst-slack endpoint as 10.98 ns.
- The worst setup path is of the in -> out kind.
- Together, buffers and inverters on the worst path number 5.
- The worst setup path is captured at a primary output.
- The run puts the delay of the slowest cell on the worst path at 0.73 ns.
- The run puts the largest fanout of any net on the critical path at 61.
- The run gives the startpoint type of the worst setup path as an input pin.
- Per STA, the worst path is made up of buf_8 > buf_4 > buf_4 > buf_4 > mux2i_1 > a22o_1 > a2111oi_0 > a31oi_1 > a31oi_1 > clkdlybuf4s50_1.
- The run gives the cell family with the largest share of critical-path delay as buffers and inverters.
- Per the STA report, the cell with the highest stage delay on the worst path is sky130_fd_sc_hd__buf_4.
- The run puts the endpoint required time on the critical path at 25.68 ns.

Clock network:
- Once the clock tree was built, the resizer swapped 0 gates to a different size.
- TritonCTS built the clock tree.
- CTS reports a maximum clock tree buffer depth of 3.
- After clock tree synthesis, the flow added hold-fix buffers numbering 0.
- After clock tree synthesis, the setup repair step added 0 buffers.
- The run puts the TritonCTS buffer count at 111.
- The tree is rooted in a sky130_fd_sc_hd__clkbuf_16.
- The run puts the total number of H-tree levels at 3.
- In the CTS report, the clock slew at the register clock pins of the worst setup and hold paths is listed as 0.05 ns.
- Counting every sink on the clock net gives 1024.

STA:
- At the pin with the least slew margin, the transition time is 1.24 ns.
- The run gives the post-layout minimum cycle time as 17.40 ns.
- The run puts the highest clock frequency the design can meet at 0.0575 GHz.
- Endpoints failing hold in the final report were tallied at 0.
- The run puts the number of endpoints failing setup at the final stage at 0.
- The run puts the sum of negative setup slack at 0 ns.
- Per the slew report, the remaining headroom to the max-slew limit stands at 0.153.
- Of the available clock period, the critical path in the final layout requires 0.542.
- Max-slew check failures listed in the final report amount to 0.
- Setup repair after global routing left no endpoint under its margin.

Place:
- The run puts the final estimated routing congestion in global placement at 0.925.
- The run gives the final HPWL from detailed placement as 117000 um.
- The run gives the total cell area at the placement stage as 59000 um2.
- As logged by OpenROAD, the buffers inserted on ports number 184.

GRT:
- The number of antenna violations at the first check in global routing came to 8.
- The run gives the total overflow reported by the global router as 0.
- The run gives the wire length of the first global-routing pass as 278000 um.
- The run gives the number of global-route vias before repair as 38600.
- The run gives the met3 track demand over resource in global routing as 0.338.
- Global route summary, busiest routing layer listed as met2.
- The run puts the largest net degree at the start of global routing at 62.
- The run puts the total routing usage reported by global routing at 0.396.
- The global routing report lists met1 layer usage as 0.461.
- The run puts the met2 layer usage reported by global route at 0.549.

Die:
- The run gives the number of cell rows as 121.
- For this configuration, the core starts out at a cell density of 0.506.
- The run puts the count of pins on the block boundary at 278.
- The floorplan step set the die height to 334 um.
- The run gives the die width as 334 um.
- In this run the full chip footprint comes out at 112000 um2.
- The run gives the area inside the core boundary as 109000 um2.

Worst hold path:
- Note that the worst hold path type here is in -> reg.

Power:
- The run puts the overall power after layout at 3.21 mW.
- The flow reported a cell area power density of 51.3 nW/um2.
- The worst-case IR drop observed on VDD is 40.0 uV.
- The leakage component of the power was reported as 21.9 nW.

Routing:
- The run puts the via total after detailed routing at 35700.
- The run puts the mean routed wirelength per cell at 35.8 um.
- The run gives the violation tally from detailed-route iteration zero as 2269.
- The run puts the detailed-route wire length at 197000 um.
- The run gives the number of antenna-violating nets in the routed design as 0.
- The run gives the number of detailed-routing iterations run before antenna repair as 5.
- The run gives the vias per cell as 6.49.
- The run gives the DRC violations left as 0.

Status:
- The flow ran to the end, and the final reports show no timing, DRC or antenna violations.
per-stage QoR:
stage	util	cells	worst slack (ns)	hold slack, ns
after CTS	0.572	5486	14.70	6.35
after detailed placement	0.541	5283	14.73	7.08
after global placement	0.541	5283	14.63	7.08
final	0.572	5498	14.70	6.39
after floorplan	-	3866	17.66	6.62
after global routing	0.572	5494	14.46	6.37
layout make-up:
| type | count | area, um2 | share of cell area |
|---|---|---|---|
| inverters | 9 | 33.8 | 0.000541 |
| repair buffers | 352 | 3100 | 0.0496 |
| well taps | 1476 | 1850 | 0.0296 |
| flip-flops and latches | 1024 | 30700 | 0.492 |
| diodes | 12 | 30.0 | 0.000481 |
| clock inverters | 66 | 467 | 0.00747 |
| clock buffers | 137 | 2920 | 0.0467 |
| multi-input cells | 2422 | 23300 | 0.373 |
routing by layer:
metal,routed length [um],share of wire
met5,693,0.0035
met4,7740,0.039
met3,39100,0.20
met2,89300,0.45
met1,60200,0.31
cell usage in the layout (no fill, tap or decap), drive strengths merged, types with 3 or more instances in the layout:
master / netlist / routed
nor2: 84 / 84
a21oi: 89 / 89
and3: 3 / 3
nand3b: 6 / 6
nand3: 19 / 19
a2111oi: 19 / 19
diode: 0 / 12
clkinv: 0 / 57
nor3: 10 / 10
o221ai: 62 / 62
mux2i: 316 / 316
clkdlybuf4s50: 0 / 174
mux4: 385 / 385
o22ai: 7 / 7
conb: 1 / 32
or3: 3 / 3
mux2: 14 / 14
a21o: 15 / 15
edfxtp: 1024 / 1024
o21a: 3 / 3
inv: 9 / 10
a22oi: 122 / 122
a22o: 43 / 43
and2: 995 / 995
a211oi: 21 / 21
nor2b: 33 / 33
clkbuf: 293 / 138
o21ai: 55 / 55
buf: 118 / 177
a31oi: 19 / 19
bufinv: 0 / 6
nand2: 42 / 42
worst min-delay path: cells and delay by family:
family | cells | cell delay (ns)
AOI/OAI and AO/OA | 1 | 0.07
buffers and inverters | 2 | 0.38
path summary, 6_finish.rpt:
path	startpoint	end	cells past startpoint
max	instr_id[20]	rs2_data[31]	10
min	i_reset	regfile.registers[1][31]	3
kinds of logic (layout without fill, tap and decap cells):
group                     count (synthesis)  count (layout)  share of synthesized area
AOI/OAI and AO/OA                       463             463                     0.0588
other                                     1              44                  0.0000679
buffers and inverters                   420             564                     0.0352
and+or+nand+nor                        1209            1209                      0.131
xor gates and xnor gates                  3               3                   0.000476
DFF                                    1024            1024                      0.557
muxes                                   715             715                      0.217
power by group:
part           internal, mW  switching (mW)
Clock                 0.687           0.525
Combinational         0.176           0.238
Sequential             1.55          0.0346
Total                  2.41           0.798
Power is estimated from default activity; no workload was simulated.

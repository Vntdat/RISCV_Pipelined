File: flow/run.sh
#!/bin/bash
# OpenROAD 26Q1-2900-gdf79404cd8, Yosys 0.63+post, stock flow scripts
make -C /OpenROAD-flow-scripts/flow DESIGN_CONFIG=/design/flow/config.mk WORK_HOME=/design/flow/orfs finish
File: flow/config.mk
export PLATFORM = sky130hd
export DESIGN_NAME = brc
export DESIGN_NICKNAME = brc
export VERILOG_FILES = /design/flow/design.v
export SDC_FILE = /design/flow/constraint.sdc
export NUM_CORES = 4
export LEC_CHECK = 1
export CORE_AREA = 10 10 112 112
export DIE_AREA = 0 0 122 122
File: flow/constraint.sdc
current_design brc

set clk_period 36.7
set clk_io_pct 0.2

create_clock -name clk0 -period $clk_period

set non_clock_inputs [all_inputs -no_clocks]
set_input_delay [expr $clk_period * $clk_io_pct] -clock clk0 $non_clock_inputs
set_output_delay [expr $clk_period * $clk_io_pct] -clock clk0 [all_outputs]
File: flow/design.v
module brc (
	input logic [31:0] i_rs1_data,  
	input logic [31:0] i_rs2_data,  
	input logic i_br_un,           
	output logic o_br_less,        
	output logic o_br_equal        
);
	logic signed_eq, signed_lt;
	logic unsigned_eq, unsigned_lt;
	brc_comparator_signed comp_signed (
		.a(i_rs1_data),
		.b(i_rs2_data),
		.A_eq_B(signed_eq),
		.A_lt_B(signed_lt)
	);
	brc_comparator_unsigned comp_unsigned (
		.a(i_rs1_data),
		.b(i_rs2_data),
		.A_eq_B(unsigned_eq),
		.A_lt_B(unsigned_lt)
	);
	mux2_1 mux_eq (
		.a(unsigned_eq),
		.b(signed_eq),
		.s(i_br_un),
		.y(o_br_equal)
	);
	mux2_1 mux_lt (
		.a(unsigned_lt),
		.b(signed_lt),
		.s(i_br_un),
		.y(o_br_less)
	);
endmodule
module brc_comparator_signed(
	input logic [31:0] a,
	input logic [31:0] b,
	output logic A_eq_B,
	output logic A_lt_B 
);
	logic [31:0] sub_result;
	logic cout;
	logic a_sign, b_sign;
	assign a_sign = a[31];
	assign b_sign = b[31];
	sub_32 sub (
		.a(a),
		.b(b),
		.s(sub_result),
		.cout(cout)
	);
	assign A_eq_B = (sub_result == 0);
	assign A_lt_B = (a_sign & ~b_sign) |   
                    (~(a_sign ^ b_sign) & ~cout);   
endmodule
module brc_comparator_unsigned(
    input logic [31:0] a, b,     
    output logic A_eq_B,         
    output logic A_lt_B        
);
    logic [31:0] sub_result;
    logic borrow;
    sub_32 subtractor (
        .a(a),
        .b(b),
        .s(sub_result),
        .cout(borrow)  
    );
    assign A_eq_B = (sub_result == 32'b0);  
    assign A_lt_B = ~borrow;                
endmodule
module full_adder (
	input logic a,
	input logic b,
	input logic cin,
	output logic sum,
	output logic cout
	);
	assign sum = a^b^cin;
	assign cout = (a&b) | cin&(a^b); 
endmodule
module mux2_1 (
	input logic a,
	input logic b,
	input logic s,
	output logic y
	);
	assign y = s ? b : a;
endmodule
module sub_32 (
	input logic [31:0] a,
	input logic [31:0] b,
	output logic [31:0] s,
	output logic cout
	);
	logic [31:0] b_inv;
	logic [32:0] carry;
    assign b_inv = ~b;   
    assign carry[0] = 1;  
	genvar i;
    generate
        for (i = 0; i < 32; i = i + 1) begin: adder_loop
            full_adder fa (
                .a(a[i]),
                .b(b_inv[i]),
                .cin(carry[i]),
                .sum(s[i]),
                .cout(carry[i+1])
            );
        end
    endgenerate
    assign cout = carry[32];
endmodule
==> results.sh <==
# implementation run metrics
export IMPL_clock_period_minus_worst_slack_ns=28.89
export IMPL_top_level_ports=67
export IMPL_holdWs_ns=15.74
export IMPL_fin_crit_sh_pct=78.7
export IMPL_worst_setup_path_end_kind="output port"
export IMPL_grt_pass1_vias=929
export IMPL_setup_viol=0
export IMPL_critical_path_slowest_cell="or4_1"
export IMPL_worstSetupPathType="in2out"
export IMPL_utilization_pct=16.6
export IMPL_die_span_in_y_um=122
export IMPL_worstHoldPathCells=3
export IMPL_maximum_number_of_pins_on_one_net_before_global_route_repair=3
export IMPL_slew_headroom_pct=80.0
export IMPL_drv_cap=0
export IMPL_core_area_sq_mm=0.0102
export IMPL_synth_yosys_num_cells=80
export IMPL_critPathLaunchType="primary input"
export IMPL_mi_logic_area_sq_um=731
export IMPL_warning_count=33
export IMPL_gpl_final_weighted_congestion=0.794
export IMPL_power_dissipated_by_switching_net_loads_mw=0.00767
export IMPL_synth_top_cells_by_area="fa_1, inv_1, nand4_1"
export IMPL_postcts_resize_cnt=0
export IMPL_post_cts_hold_buffer_count=0
export IMPL_grt_remaining_overflow=0
export IMPL_die_area_sq_mm=0.0149
export IMPL_post_synth_num_cell_types=8
export IMPL_cell_internal_power_mw=0.0117
export IMPL_p_per_area_mw_per_mm2=11.4
export IMPL_yosysMostFrequentCell="inv_1"
export IMPL_clock_buffer_count=0
export IMPL_hp_start="i_br_un"
export IMPL_avgViaCountPerCell=2.60
export IMPL_min_delay_worst_endpoint="o_br_less"
export IMPL_antenna_violating_nets_post_route=0
export IMPL_worstMarginPinSlew_ns=0.300
export IMPL_rows=37
export IMPL_worst_ir_drop_vdd_mv=0.00404
export IMPL_avgSynthCellArea_sq_um=10.7
export IMPL_post_cts_buffers=0
export IMPL_floorplan_die_width_um=122
export IMPL_grt_first_pass_wirelength_mm=5.00
export IMPL_first_pass_iters=2
export IMPL_sw_frac_of_total_pct=39.6
export IMPL_yosys_stat_chipArea_sq_um=858
export IMPL_netlist_instances=80
export IMPL_sum_of_negative_setup_slack_ns=0
export IMPL_run_status="complete, no violations"
export IMPL_finalWirelength_mm=3.39
export IMPL_synth_yosys_warnings=0
export IMPL_final_max_slew_viol_count=0
export IMPL_pwr_share_comb_pct=100.0
export IMPL_grt_total_usage_pct=4.59
export IMPL_clock_fmax_mhz=34.6
export IMPL_reg_area_sq_um=0
export IMPL_yosys_stat_seqShare_pct=0
export IMPL_grt_antenna_before_repair=0
export IMPL_remaining_drc_errors=0
export IMPL_crit_required_ns=29.36
export IMPL_num_fill_cells=1121
export IMPL_p_clk_share_pct=0
export IMPL_nFlopsAndLatches=0
export IMPL_critPathMaxFanout=2
export IMPL_antenna_cells_inserted=0
export IMPL_cp_slowest_stage_delay_ns=0.53
export IMPL_mapped_cell_area_sq_um=858
export IMPL_most_repeated_library_cell_on_the_critical_path="fa_1"
export IMPL_count_of_buffers_from_port_buffering=67
export IMPL_seq_power_share_pct=0
export IMPL_synth_cells_most_frequent="inv_1, fa_1, nand4_1, ha_1, or4_1"
export IMPL_worst_ep_arrival_time_ns=21.55
export IMPL_area_growth_pct=98.0
export IMPL_rsz_0062_raised_after_global_routing="false"
export IMPL_core_util_floorplan_pct=8.39
export IMPL_avgRoutedWirePerCell_um=12.0
export IMPL_sum_of_net_half_perimeters_after_detailed_placement_mm=3.42
export IMPL_synth_top_area_share_pct=72.3
export IMPL_share_of_post_route_cells_with_drive_strength_above_1_pct=0.680
export IMPL_static_leakage_power_nw=0.693
export IMPL_hold_viol=0
export IMPL_synth_area_leader_cell="fa_1"
export IMPL_worst_hold_path_type="in2out"
export IMPL_vias=737
export IMPL_drt_initial_drc_count=4
## cell families (layout without fill, tap and decap cells)
family | count (synthesis) | after routing | share of synthesized area [%]
AND-OR/OR-AND | 1 | 1 | 0.583
adder cells (fa/ha/maj) | 33 | 33 | 75.2
buffers and inverters | 34 | 101 | 14.9
multiplexers | 1 | 1 | 1.31
AND/OR/NAND/NOR | 11 | 11 | 8.02
## power groups by stage
stage | logic, mW | clock network, mW | registers [mW]
5_1_grt | 0.0225 | 0 | 0
6_report | 0.0194 | 0 | 0
4_1_cts | 0.0204 | 0 | 0
## critical path, delay by kind of cell
family	cells	cell delay [ns]
AND-OR/OR-AND	1	0.13
adder cells (fa/ha/maj)	31	12.31
buffers and inverters	3	1.00
AND/OR/NAND/NOR	3	0.75
## per-layer routing
layer  vias to the layer above  global-route usage [%]  wire length (um)
met4                         0                       0                 0
met1                       331                    5.18              1260
li1                        364                       -                 -
met2                        42                    7.34              1540
met3                         0                    3.38               595
met5                         -                       0                 0
## stage by stage
step / setup WS, ns / total power, mW / instances / cell area, sq um
5_1_grt: 7.21 / 0.0225 / 283 / 1700
6_report: 7.81 / 0.0194 / 283 / 1700
3_5_place_dp: 7.59 / 0.0203 / 283 / 1700
3_3_place_gp: 7.67 / 0.0202 / 283 / 1700
2_1_floorplan: 9.50 / 0.00772 / 80 / 858
4_1_cts: 7.63 / 0.0204 / 283 / 1700
## final cells by class
type | count | area share, %
inverters | 34 | 7.51
multi-input cells | 46 | 43.0
well taps | 136 | 10.0
repair buffers | 67 | 39.5
## worst max path at each step
stage                 to           from  cells past startpoint  slack [ns]
CTS           o_br_equal  i_rs2_data[1]                     38        7.63
global route  o_br_equal  i_rs2_data[1]                     38        7.21
finish        o_br_equal  i_rs2_data[1]                     38        7.81
## cell usage in the layout, fill, tap and decap left out
master,count
a21oi_1,1
clkdlybuf4s50_1,67
fa_1,31
ha_1,2
inv_1,34
mux2_2,1
nand4_1,8
nor2_1,1
or4_1,2
Power figures rest on the tool's default switching activity, not on a simulated workload.
